$ cat design/flow/design.v
module fcw_ram(
    input clk,
    input rst,
    input rd_en,
    input wr_en,
    input [1:0] addr,
    input [23:0] d_in,
    output reg [23:0] d_out
);
    reg [23:0] ram [3:0];
    always @(posedge clk) begin
        if (rst) begin
            ram[0] <= 24'd60508;  
            ram[1] <= 24'd67934;
            ram[2] <= 24'd71922;
            ram[3] <= 24'd80723;
        end
        else if (wr_en)
            ram[addr] <= d_in;
    end
    always @(posedge clk) begin
        if (rd_en) begin
            d_out <= ram[addr];
        end
    end
endmodule
module fsm #(
    parameter CYCLES_PER_SECOND = 125_000_000,
    parameter WIDTH = $clog2(CYCLES_PER_SECOND)
)(
    input clk,
    input rst,
    input [2:0] buttons,
    output reg [3:0] leds,
    output reg [23:0] fcw,
    output [1:0] leds_state
);
    reg [23:0] next_fcw;
    reg [1:0] curr_state, next_state, adder, next_adder;
    reg [3:0] next_leds;
    parameter REG_PLAY = 2'b00;
    parameter PAUSE = 2'b01;
    parameter REV_PLAY = 2'b10;
    parameter EDIT = 2'b11; 
    assign leds_state = curr_state;
    wire [1:0] addr;
    wire wr_en, rd_en;
    wire [23:0] d_in, d_out;
    reg wren, rden;
    assign wr_en = wren;
    assign rd_en = rden;
    assign addr=adder;
    fcw_ram notes (
        .clk(clk),
        .rst(rst),
        .rd_en(rd_en),
        .wr_en(wr_en),
        .addr(addr),
        .d_in(d_in),
        .d_out(d_out)
    );
    reg [WIDTH:0] cycles1;
    reg notpaused;
    reg cyclerst;
    reg increase;
    reg editincrease, editdecrease;
    always @(posedge clk) begin
        if(rst) begin
            curr_state<=REG_PLAY;
            adder<=0;
            notpaused<=1;
            cyclerst<=0;
            leds<=1;
            cycles1<=0;
            wren<=0;
            rden<=1;
        end
        else begin
            if(notpaused) begin
                if(cyclerst) begin
                    cycles1<=0;
                    cyclerst<=0;
                end
                else
                    cycles1<=cycles1+1;
            end
            curr_state<=next_state;
            adder<=next_adder;
            leds<=next_leds;
            fcw<=next_fcw;
        end
    end
    always @(*) begin
        case(curr_state)
            REG_PLAY: begin
                increase=1;
                notpaused=1;
                next_fcw=d_out;
                next_adder=adder;
                next_leds=leds;
                if(cycles1==CYCLES_PER_SECOND-1) begin
                    cyclerst=1;
                    if (leds==8)
                        next_leds=1;
                    else
                        next_leds=leds<<1;
                    next_adder=adder+1;
                end
                if(buttons[0]) begin
                    next_state=PAUSE;
                end
                else if(buttons[1])
                    next_state=REV_PLAY;
                else
                    next_state=REG_PLAY;
            end
            PAUSE: begin
                notpaused=0;
                next_fcw=0;
                next_adder=adder;
                next_leds=leds;
                if(buttons[0])
                    next_state=REG_PLAY;
                else if(buttons[2])
                    next_state=EDIT;
                else
                    next_state=PAUSE;
            end
            REV_PLAY: begin
                increase=0;
                notpaused=1;
                next_fcw=d_out;
                next_adder=adder;
                next_leds=leds;
                if(cycles1==CYCLES_PER_SECOND-1) begin
                    cyclerst=1;
                    if (leds==1)
                        next_leds=8;
                    else
                        next_leds=leds>>1;
                    next_adder=adder-1;
                end
                if(buttons[0])
                    next_state=PAUSE;
                else if(buttons[1])
                    next_state=REG_PLAY;
                else
                    next_state=REV_PLAY;
            end
            EDIT: begin
                next_adder=adder;
                next_leds=leds;
                if (fcw==0)
                    next_fcw=d_out;
                else
                    next_fcw=fcw;
                if(buttons[0]) begin
                    next_fcw=next_fcw-1000;
                end
                else if(buttons[1]) begin
                    next_fcw=next_fcw+1000;
                end
                if (buttons[2])
                    next_state=PAUSE;
                else
                    next_state=EDIT;
            end
        endcase
    end
endmodule
$ cat design/flow/run.sh
#!/bin/bash
# OpenROAD 26Q1-2900-gdf79404cd8, Yosys 0.63+post, stock flow scripts
make -C /OpenROAD-flow-scripts/flow DESIGN_CONFIG=/design/flow/config.mk WORK_HOME=/design/flow/orfs finish
$ cat design/flow/config.mk
export PLATFORM = sky130hd
export DESIGN_NAME = fsm
export DESIGN_NICKNAME = fsm
export VERILOG_FILES = /design/flow/design.v
export SDC_FILE = /design/flow/constraint.sdc
export NUM_CORES = 4
export LEC_CHECK = 1
export CORE_UTILIZATION = 40
$ cat design/flow/constraint.sdc
current_design fsm

set clk_period 4.9
set clk_io_pct 0.2

create_clock -name clk0 -period $clk_period [get_ports {clk}]

set non_clock_inputs [all_inputs -no_clocks]
set_input_delay [expr $clk_period * $clk_io_pct] -clock clk0 $non_clock_inputs
set_output_delay [expr $clk_period * $clk_io_pct] -clock clk0 [all_outputs]
==> results.cfg <==
; flow metrics
[run_status]
status = complete, no violations

[power]
total_power_mw = 0.474
leakagePower_nw = 0.687
power_density_mw_per_mm2 = 222
vdd_drop_max_uv = 112

[route]
drt-initial-drc-count = 90
totalWireLength_mm = 4.41
detailedRoute.firstPassIterationCount = 4
route.detailed.drc = 0
n_antenna_cell = 0
vias = 1612
detail-route-antenna-nets = 0
vias_per_cell = 5.80
wl_per_cell_um = 15.8

[floorplanning]
die_width_um = 69.4
row_count = 24
die_height_um = 69.4
initial_utilization_pct = 41.7
top_level_ports = 35
die_area_mm2 = 0.00481
floorplan_core_area_mm2 = 0.00435

[sta]
highest_clock_rate_mhz = 267
grt_setup_unrepaired = false
report.final.slew_viol_count = 0
worst-slew-pin-transition_ns = 0.941
final_hold_viol_count = 0
min_period_ns = 3.75
worst_clock_skew_ns = 0.000815
setup_slack_ns = 1.15
final_min_period_over_clock_period_pct = 76.5
finalSetupTns_ns = 0
final-setup-viol-count = 0
max_slew_margin_pct = 36.7

[synth]
post_synth_tally_of_flip_flops_with_integrated_enable = 22
netlist_area_mm2 = 0.00182
synth-cells-yosys = 204
synth.yosys.chip_area_mm2 = 0.00182
yosysWarningCount = 29
async_flop_share_pct = 0
synth_flop_count = 24
ys_seq_share_pct = 38.6
synthesis.area_per_instance_um2 = 8.90
dominantRegCellSynth = sky130_fd_sc_hd__edfxtp_1
syn-instance-count = 204
yosysUniqueCellTypes = 54

[critical_path]
critPathArrivalTime_ns = 3.76
startpoint_type = flip-flop
critical_path_endpoint_category = flip-flop
cp-startpoint = fcw[12]
cp_data_required_time_ns = 4.91
worstSetupPathType = flip-flop to flip-flop
r2r_start = fcw[12]
worstPathMaxFanout = 11

[clocking]
clockRootBuffer = sky130_fd_sc_hd__clkbuf_8
cts.reportedPaths.clkPinSlew_ns = 0.09
cts_max_level = 1
ctsHoldBuffers = 0
tritoncts = built
post_cts_setup_buffer_count = 0
ctsLongestPathBuffers = 2
post_cts_resized = 0
tritoncts_num_sinks = 24
cts_inserted_buffers = 3
clock.latency.late_pin_ns = 0.27

[grt]
grt_overflow = 0
grt_max_degree = 22
initial_antenna_violation_count = 0
grt_pass1_wl_mm = 7.34
number_of_global_route_vias_before_repair = 1448
groute.usage.overall_pct = 19.5

[placed_design]
dp_slack_ns = 1.16
hpwlAfterDp_mm = 3.10
routabilityCongestion = 0.907
port-buffer-count = 28

[worst_hold_path]
min_delay_startpoint = fcw[18]
worstHoldPathType = flip-flop to flip-flop

[run]
stage_log_warnings = 26
max_cap_violations = 0

[finish]
final_layout_size_suffix_gt1_share_pct = 6.64
nFillCells = 422
syn2layout_area_growth_pct = 17.8
registers in the layout (all words and copies together) (netlist names):
signal      flops
curr_state      2
fcw            22
routing by layer:
metal | vias to the layer above | routed length [um] | GRT usage (%)
met1 | 760 | 2160 | 32.7
met3 | 2 | 300 | 3.69
met4 | 0 | 27 | 1.81
met2 | 60 | 1920 | 28.4
met5 | - | 0 | 0
li1 | 790 | - | -
cells in the final DEF (no fill, tap or decap), types with 3 or more instances in the layout:
cell type	Yosys	layout
sky130_fd_sc_hd__nor2b_1	4	4
sky130_fd_sc_hd__nand3_1	11	11
sky130_fd_sc_hd__nand2_1	11	11
sky130_fd_sc_hd__clkdlybuf4s50_1	0	28
sky130_fd_sc_hd__a31oi_1	4	4
sky130_fd_sc_hd__clkbuf_8	0	4
sky130_fd_sc_hd__o21ai_1	4	4
sky130_fd_sc_hd__and3_1	5	5
sky130_fd_sc_hd__nor3_1	6	6
sky130_fd_sc_hd__o32ai_1	3	3
sky130_fd_sc_hd__a21oi_1	8	8
sky130_fd_sc_hd__xor2_1	4	4
sky130_fd_sc_hd__inv_1	7	7
sky130_fd_sc_hd__nor2_1	28	28
sky130_fd_sc_hd__conb_1	2	6
sky130_fd_sc_hd__o21ai_0	9	9
sky130_fd_sc_hd__or3_1	4	4
sky130_fd_sc_hd__o31ai_1	3	3
sky130_fd_sc_hd__o41ai_1	3	3
sky130_fd_sc_hd__xnor2_1	11	11
sky130_fd_sc_hd__nand2b_1	3	3
sky130_fd_sc_hd__edfxtp_1	22	22
synth_stat cells (all sizes together) (4+ instances only):
cell type / number / area share, %
or3: 5 / 1.8
a31oi: 4 / 1.4
nor3: 7 / 2.2
edfxtp: 22 / 36
o21ai: 13 / 3.6
nor2b: 4 / 1.4
a21oi: 9 / 2.7
o32ai: 4 / 2.3
clkbuf: 5 / 1.0
inv: 7 / 1.4
and3: 6 / 2.1
xnor2: 11 / 5.3
nor2: 29 / 6.1
nand2: 11 / 2.3
buf: 10 / 4.5
nand3: 11 / 3.0
xor2: 4 / 1.9
layout make-up:
type / count / area [um^2] / area share [%]
clock buffer: 4 / 55.1 / 2.57
inverter: 7 / 26.3 / 1.23
multi-input combinational: 162 / 1000 / 46.9
sequential: 24 / 701 / 32.8
tap: 52 / 65.1 / 3.04
timing repair buffer: 29 / 288 / 13.5
per-stage QoR:
stage	util (%)	instances	instance area (um^2)	hold slack (ns)
4_1_cts	49.1	278	2140	0.728
5_1_grt	49.1	278	2140	0.758
6_report	49.1	278	2140	0.722
3_3_place_gp	47.8	274	2080	0.681
2_1_floorplan	-	208	1830	0.521
3_5_place_dp	47.8	274	2080	0.698
power breakdown:
part           switching (mW)  leakage [nW]  internal, mW
clock                  0.0682        0.0288        0.0718
sequential             0.0219         0.231         0.236
combinational          0.0340         0.426        0.0417
total                   0.124         0.687         0.350
worst paths after layout:
path	endpoint	depth (start not counted)	slack [ns]
setup / recovery	fcw[21]	11	1.15
hold / removal	fcw[18]	2	0.72
setup reg to reg	fcw[21]	11	1.15
hold reg to reg	fcw[18]	2	0.72
cells by family (layout without fill, tap and decap cells):
| kind of cell | after synthesis | after routing | synth area share (%) |
|---|---|---|---|
| adder cells (fa/ha/maj) | 2 | 2 | 1.38 |
| other | 2 | 6 | 0.414 |
| XOR/XNOR | 15 | 15 | 7.24 |
| AND-OR/OR-AND | 46 | 46 | 17.1 |
| flip-flops | 24 | 24 | 38.6 |
| AND/OR/NAND/NOR | 93 | 93 | 28.3 |
| buffers and inverters | 22 | 40 | 6.96 |
worst max-delay path, cell delays in order (launching register included):
cell and delay [ns]:
sky130_fd_sc_hd__edfxtp_1 0.50, sky130_fd_sc_hd__nor4_2 0.71, sky130_fd_sc_hd__and3_1 0.30, sky130_fd_sc_hd__nand3_1 0.35, sky130_fd_sc_hd__nand2b_1 0.26, sky130_fd_sc_hd__inv_1 0.06, sky130_fd_sc_hd__ha_1 0.21, sky130_fd_sc_hd__o31ai_1 0.39
sky130_fd_sc_hd__a31oi_1 0.17, sky130_fd_sc_hd__a32oi_1 0.31, sky130_fd_sc_hd__xor2_1 0.17, sky130_fd_sc_hd__nor2_1 0.05
Power and IR drop assume default switching activity.
