==> flow/design.v <==
module mem_controller #(
  parameter FIFO_WIDTH = 8
) (
  input clk,
  input rst,
  input rx_fifo_empty,
  input tx_fifo_full,
  input [FIFO_WIDTH-1:0] din,
  output reg rx_fifo_rd_en,
  output reg tx_fifo_wr_en,
  output [FIFO_WIDTH-1:0] dout,
  output [5:0] state_leds
);
  localparam MEM_WIDTH = 8;    
  localparam MEM_DEPTH = 256;  
  localparam NUM_BYTES_PER_WORD = MEM_WIDTH/8;
  localparam MEM_ADDR_WIDTH = $clog2(MEM_DEPTH); 
  reg [NUM_BYTES_PER_WORD-1:0] mem_we = 0;
  reg [MEM_ADDR_WIDTH-1:0] mem_addr;
  wire [MEM_WIDTH-1:0] mem_din;
  wire [MEM_WIDTH-1:0] mem_dout;
  reg [FIFO_WIDTH-1:0] wrdata;   
  assign dout = mem_dout;
  assign mem_din = wrdata;
  memory #(
    .MEM_WIDTH(MEM_WIDTH),
    .DEPTH(MEM_DEPTH)
  ) mem(
    .clk(clk),
    .en(1'b1),
    .we(mem_we),
    .addr(mem_addr),
    .din(mem_din),
    .dout(mem_dout)
  );
  localparam 
    IDLE = 3'd0,
    READ_CMD = 3'd1,
    READ_ADDR = 3'd2,
    READ_DATA = 3'd3,
    READ_MEM_VAL = 3'd4,
    ECHO_VAL = 3'd5,
    WRITE_MEM_VAL = 3'd6;
  reg [2:0] curr_state;
  reg [2:0] next_state;
  reg [MEM_WIDTH-1:0] rdwr;  
  reg cmddone;
  reg addrdone;
  reg datadone;
  reg [100:0] buffer;
  reg beendone = 0;
  always @(posedge clk) begin
    if(rst) begin
      curr_state<=IDLE;
    end
    else
      curr_state<=next_state;
  end
  reg [2:0] pkt_rd_cnt;
  reg [MEM_WIDTH-1:0] cmd;
  reg [MEM_WIDTH-1:0] addr;
  reg [MEM_WIDTH-1:0] data;
  reg handshake;
  reg echofinished;
  reg writefinished;
  always @(*) begin
    case (curr_state)
      IDLE: begin
        if(!rx_fifo_empty) begin
          next_state = READ_CMD;
        end
        else begin
          next_state = IDLE;
        end
      end
      READ_CMD: begin
        if(!rx_fifo_empty) begin
          next_state = READ_ADDR;
        end
        else begin
          next_state = READ_CMD;
        end
      end
      READ_ADDR: begin
        if(rdwr == 8'd48 && addrdone) begin
          next_state = READ_MEM_VAL;
        end
        else if (rdwr == 8'd49 && !rx_fifo_empty) begin
          next_state = READ_DATA;
        end
        else begin
          next_state = READ_ADDR;
        end
      end
      READ_DATA: begin
        next_state = WRITE_MEM_VAL;
      end
      READ_MEM_VAL: begin
        next_state = ECHO_VAL;
      end
      WRITE_MEM_VAL: begin
        next_state = IDLE;
      end
      ECHO_VAL: begin
        next_state = IDLE;
      end
      default: begin
        next_state = IDLE;
      end
    endcase
  end
  always @(*) begin
    case (curr_state)
      IDLE: begin
        echofinished = 0;
        writefinished = 0;
          rx_fifo_rd_en = 1;
          tx_fifo_wr_en = 0;
          mem_we = 0;
      end
      READ_CMD: begin
      end
      READ_ADDR: begin
      end
      READ_MEM_VAL: begin
      end
      ECHO_VAL: begin
        if(!tx_fifo_full) begin
          tx_fifo_wr_en = 1;
          echofinished = 1;
        end
      end
      READ_DATA: begin
      end
      WRITE_MEM_VAL: begin
        mem_we = 1;
        writefinished = 1;
      end
      default: begin
      end
    endcase
  end
  always @(posedge clk) begin
    if(rst) begin
      cmddone<=0;
      addrdone<=0;
      datadone<=0;
      rdwr<=0;
    end
      case (curr_state)
        IDLE: begin
          cmddone<=0;
          addrdone<=0;
          datadone<=0;
        end
        READ_CMD: begin
          if(!rx_fifo_empty && !cmddone) begin
              cmddone <= 1;
              rdwr <= din;
            end
        end
        READ_ADDR: begin
          if(!addrdone) begin
            mem_addr <= din;
            addrdone<=1;
          end
        end
        READ_DATA: begin
            wrdata <= din;
            datadone<=1;
        end
        ECHO_VAL: begin
        end
        default: begin
        end
      endcase
    end
  assign state_leds = 'd0;
endmodule
module memory #(
    parameter MEM_WIDTH = 32,
    parameter DEPTH = 128,
    parameter NUM_BYTES_PER_WORD = MEM_WIDTH/8,
    parameter MEM_ADDR_WIDTH = $clog2(DEPTH)
) (
    input clk,
    input en, 
    input [NUM_BYTES_PER_WORD-1:0] we,
    input [MEM_ADDR_WIDTH-1:0] addr,
    input [MEM_WIDTH-1:0] din,
    output reg [MEM_WIDTH-1:0] dout
);
    reg [MEM_WIDTH-1:0] mem [DEPTH-1:0];
    integer i;
    always @(posedge clk) begin
        if (en) begin
            for(i=0; i < NUM_BYTES_PER_WORD; i=i+1) begin
                if (we[i]) begin
                    mem[addr][i*8 +: 8] <= din[i*8 +: 8];
                end
            end
        dout <= mem[addr];
        end
    end
endmodule
==> flow/run.sh <==
#!/bin/bash
# OpenROAD 26Q1-2900-gdf79404cd8, Yosys 0.63+post, stock flow scripts
make -C /OpenROAD-flow-scripts/flow DESIGN_CONFIG=/design/flow/config.mk WORK_HOME=/design/flow/orfs finish
==> flow/config.mk <==
export PLATFORM = sky130hd
export DESIGN_NAME = mem_controller
export DESIGN_NICKNAME = mem_controller
export VERILOG_FILES = /design/flow/design.v
export SDC_FILE = /design/flow/constraint.sdc
export NUM_CORES = 4
export LEC_CHECK = 1
export CORE_UTILIZATION = 40
==> flow/constraint.sdc <==
current_design mem_controller

set clk_period 43.1
set clk_io_pct 0.2

create_clock -name clk0 -period $clk_period [get_ports {clk}]

set non_clock_inputs [all_inputs -no_clocks]
set_input_delay [expr $clk_period * $clk_io_pct] -clock clk0 $non_clock_inputs
set_output_delay [expr $clk_period * $clk_io_pct] -clock clk0 [all_outputs]
==> impl_metrics.yaml <==
# implementation run metrics
clock_tree:
  cts_made_buffers: 207
  cts_max_level: 4
  clk_pin_slew_ps: 60
  clockRootBuffer: "clkbuf_16"
  cts_resized: 0
  cts.path.max_buffers: 3
  cts_tree: "built"
  worstSkewPairLatency_ps: 830
  post-cts-setup-buffer-count: 0
  postCtsHoldBufs: 0
timing:
  finalHoldWorstSlack_ps: 464
  hold_violations: 0
  min_period_over_period_pct: 23.7
  timing_worst_slew_pin_value_ps: 981
  final.setup_skew_ps: 27.2
  maxClockFrequency_ghz: 0.0980
  worst_rel_slew_slack_pct: 33.7
  number_of_register_pins_that_no_clock_reaches: 2
  setup_viol_count_final: 0
  unconstrained_endpoints: 3
  rsz0062_at_grt: "no"
  min_period_ps: 10200
  fin_tns_setup_ps: 0
  final-max-slew-violation-count: 0
setup_path:
  cp-end-kind: "output port"
  critical-path-max-stage-delay_ps: 450
  reg2reg_slack_ps: 36840
  slowest_cell_on_crit_path: "clkdlybuf4s50_1"
  critical_path.startpoint_type: "register"
  critPathRequiredTime_ps: 34480
  cp_data_arrival_time_ps: 1580
  cp_cell_sequence: "clkdlybuf4s50_1"
  number_of_buffer_and_inverter_instances_along_the_worst_setup_path: 1
  kind_of_cell_with_the_highest_combined_delay_on_the_critical_path: "buffers and inverters"
  timing.setup.critical_path_class: "register to output port"
  crit_fanout: 1
placement:
  detailed_place_hpwl_um: 109000
  gp_routability_congestion: 0.851
  port_buffers: 20
drt:
  drc_errors: 0
  initialDrtViolationCount: 2360
  viasPerCell: 5.61
  final_antenna_net_count: 0
  avgRoutedWirePerCell_um: 28.2
  antenna-diode-count: 0
  dr.pass1.iters: 5
  drt-total-wl_um: 187000
  vias: 37180
floorplan:
  pin_count: 28
  die_width_um: 448
  die-area_um2: 201000
  core_um2: 198000
  floorplan.rows: 163
  chipHeight_um: 448
  floorplan.core_util_pct: 40.3
run:
  log.warning_count: 32
  maxCapViolations: 0
worst_hold_path:
  timing.hold.worst.class: "register to register"
global_routing:
  pin_count_of_the_biggest_net_entering_global_routing: 140
  grt_antenna_before_repair: 2
  grt_pass1_wl_um: 276000
  number_of_global_route_vias_before_repair: 40977
  globalRoute.totalOverflow: 0
  grt_use_total_pct: 21.0
finish:
  layout.area.comb_um2: 16100
  layout.filler_cells: 16079
  area_delta_synth_final_pct: 12.9
  final_core_utilization_pct: 45.5
  final-seq-area_um2: 62500
  fraction_of_layout_cells_with_a_size_suffix_above_1_pct: 24.2
synthesis:
  ys_area_um2: 79700
  yosys.cell_types.count: 30
  yosysCellCount: 3644
  post_synth_inst_count: 3644
  synth-warning-count: 2
  synth.area.top_cells: "edfxtp_1, mux4_2, a22oi_1, nor2_1, a21oi_1"
  synth_flops: 2091
  synth_area_leader_cell: "edfxtp_1"
  yosysTopAreaCellShare_pct: 77.8
  syn_avg_cell_area_um2: 21.9
  post_synth_design_cell_area_um2: 79700
pwr:
  peakVddDrop_uv: 37.5
  pwr_density_cell_nw_per_um2: 44.5
  clkPwrFrac_pct: 42.7
  power_report.internal_total_mw: 3.21
  power.total_mw: 4.00
  power.net_switching_mw: 0.797
  cellLeakagePower_nw: 27.1
  netSwitchingFraction_pct: 19.9
  combPwrFrac_pct: 2.3
  reg_power_share_pct: 55.0
run_status:
  outcome: "finished, final reports clean"
## layer usage
layer	part of all wire [%]	up-vias	GRT usage [%]
li1	-	15778	-
met1	34	19170	27.3
met2	48	1930	30.6
met3	15	290	14.6
met4	2.7	12	4.45
met5	0.15	-	0.962
## synthesized netlist by cell type, drive strengths merged
| master | number |
|---|---|
| nor2 | 235 |
| inv | 2 |
| dlxtn | 2 |
| nor3 | 31 |
| o41ai | 32 |
| mux4 | 512 |
| edfxtp | 2064 |
| mux2i | 1 |
| clkbuf | 144 |
| or3 | 1 |
| nor2b | 16 |
| or4 | 1 |
| or2 | 2 |
| nand4 | 8 |
| clkinv | 1 |
| a22oi | 256 |
| o211ai | 1 |
| nand2b | 7 |
| a2111o | 1 |
| nand2 | 46 |
| buf | 96 |
| conb | 2 |
| nand3 | 14 |
| dfxtp | 25 |
| o21ai | 10 |
| and2 | 3 |
| a21oi | 131 |
## state kept, by name, indices dropped and copies added (netlist names)
name	count
rdwr	8
mem_addr	8
wrdata	8
mem.mem	2048
mem_we	1
curr_state	7
tx_fifo_wr_en	1
cmddone	1
addrdone	1
mem.dout	8
## kinds of logic after synthesis
family          share of synthesized area (%)
mux                                      14.5
flops                                    78.4
simple gates                             1.91
other cells                           0.00943
buf+inv                                  1.45
compound gates                           3.67
latches                                0.0377
## worst paths after layout
path | end | start | depth (start not counted)
worst max-delay path | dout[3] | mem.dout[3] | 1
worst min-delay path | rdwr[6] | rdwr[6] | 2
worst max register to register | mem.dout[6] | mem_addr[0] | 11
worst min register to register | rdwr[6] | rdwr[6] | 2
## cell type report
class | count | area share [%]
flip-flops and latches | 2091 | 69.5
multi-input cells | 1315 | 17.9
repair buffers | 192 | 1.78
inverters | 3 | 0.0125
well taps | 2640 | 3.67
clock buffers | 270 | 6.16
clock inverters | 115 | 0.989
## through the flow
step / instances / area, µm² / worst slack (ps)
final: 6626 / 89900 / 32900
after global routing: 6626 / 89900 / 32820
after CTS: 6626 / 89900 / 32820
after detailed placement: 6241 / 83500 / 33190
after global placement: 6241 / 83500 / 33220
after floorplan: 3649 / 79700 / 33550
## power groups by stage
| stage | combinational, mW | clock (mW) | sequential (mW) |
|---|---|---|---|
| CTS | 0.0947 | 1.75 | 2.20 |
| global route | 0.0998 | 1.82 | 2.20 |
| finish | 0.0926 | 1.71 | 2.20 |
## placed cells by master (no fill, tap or decap), types with 5 or more instances in the layout
cell	n
inv_6	5
nand3_1	11
edfxtp_1	2064
dfxtp_1	25
mux4_2	512
clkbuf_16	212
nand2b_1	5
bufinv_16	11
clkbuf_1	56
clkdlybuf4s50_1	20
a21oi_1	131
buf_4	163
nor3_1	31
clkinv_1	63
o21ai_0	10
nor2_1	234
nor2b_1	14
conb_1	7
nand4_1	8
buf_12	9
clkinv_2	27
nand2_1	46
a22oi_1	256
o41ai_1	28
Power is estimated from default activity; no workload was simulated.
